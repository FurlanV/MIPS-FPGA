**./config.mk**
```make
export PLATFORM = sky130hd
export DESIGN_NAME = arquivoOndas
export DESIGN_NICKNAME = arquivoOndas
export VERILOG_FILES = /design/flow/design.v
export SDC_FILE = /design/flow/constraint.sdc
export NUM_CORES = 4
export LEC_CHECK = 1
export CORE_UTILIZATION = 30
```
**./constraint.sdc**
```tcl
current_design arquivoOndas

set clk_period 5.4
set clk_io_pct 0.2

create_clock -name clk0 -period $clk_period [get_ports {clock}]

set non_clock_inputs [all_inputs -no_clocks]
set_input_delay [expr $clk_period * $clk_io_pct] -clock clk0 $non_clock_inputs
set_output_delay [expr $clk_period * $clk_io_pct] -clock clk0 [all_outputs]
```
**./design.v**
```verilog
module ADD(
	input wire[31:0] A,
	input wire[31:0] B,
	output wire[31:0] saida
);
reg[31:0] soma;
always @ (A or B)
begin
	soma = (A + B);
end
assign saida = soma;
endmodule
module ALU(
	input wire[31:0] A,
	input wire[31:0] B,
	input wire[3:0] seletor,
	output wire[31:0] saida,
	output wire FlagZero
);
reg [31:0] _saida;
always @ (seletor)
begin
case(seletor)
  0: _saida <= A & B;
  1: _saida <= A | B;
  2: _saida <= A + B;
  6: _saida <= A - B;
  7: _saida <= A < B ? 1:0;
  12: _saida <= ~(A|B);
  default: _saida <=0;
endcase
end
assign saida = _saida;
assign FlagZero =(_saida==0);
endmodule
module ALUCONTROL(
	input wire[1:0] aluOp,
	input wire[5:0] func,
	output wire[3:0] ControleALU
);
reg[3:0] _ControleALU;
always @ (aluOp or func)
begin
  if(aluOp == 0)
  begin
  _ControleALU <= 4'b0010;
  end
  else 
  if(aluOp == 1)
  begin
  _ControleALU <= 4'b0110;
  end
   else
  if(func == 6'b100000 && aluOp == 2)
    begin
    _ControleALU <= 4'b0010;
    end
  else
  if(func == 6'b100010 && aluOp == 2)
    begin
    _ControleALU <= 4'b0110;
    end
else
  if(func == 6'b100100 && aluOp == 2)
  begin
  _ControleALU <= 4'b0000;
  end
else 
  if(func == 6'b100101 && aluOp == 2)
  begin
  _ControleALU <= 4'b0001;
  end
else
  if(func == 6'b101010 && aluOp == 2)
  begin
  _ControleALU <= 4'b0111;
  end
end
assign ControleALU = _ControleALU;
endmodule
module BANCOREGS(
input wire[4:0] rRegister1,
input wire[4:0] rRegister2,
input wire[4:0] writeRegister,
input wire[31:0] data,
input wire EscreveReg,
output wire[31:0] DadosLeitura1,
output wire[31:0] DadosLeitura2
);
 reg[31:0] registers[0:31];
 reg[31:0] temp1;
 reg[31:0] temp2;
 reg[31:0] tempWrite;
 initial
 begin
 registers[0] = 32'b00000000000000000000000000000000;
 registers[1] = 32'b00000000000000000000000000000000;
 registers[2] = 32'b00000000000000000000000000000000;
 registers[3] = 32'b00000000000000000000000000000000;
 registers[4] = 32'b00000000000000000000000000000000;
 registers[5] = 32'b00000000000000000000000000000000;
 registers[6] = 32'b00000000000000000000000000000000;
 registers[7] = 32'b00000000000000000000000000000000;
 registers[8] = 32'b00000000000000000000000000000101;  
 registers[9] = 32'b00000000000000000000000000000100;  
 registers[10] = 32'b0000000000000000000000000000101;  
 registers[11] = 32'b0000000000000000000000000000100;  
 registers[12] = 32'b00000000000000000000000000010000;
 registers[13] = 32'b00000000000000000000000001110000;
 registers[14] = 32'b00000000000000000000000011111111;
 registers[15] = 32'b00000000000000000000000000000111;
 registers[16] = 32'b00000000000000000000000000000010;
 registers[17] = 32'b00000000000000000000000000000001;
 registers[18] = 32'b00000000000000000000000000000001;
 registers[19] = 32'b00000000000000000000000000000000;
 registers[20] = 32'b00000000000000000000000000000000;
 registers[21] = 32'b00000000000000000000000000000000;
 registers[22] = 32'b00000000000000000000000000000000;
 registers[23] = 32'b00000000000000000000000000000000;
 registers[24] = 32'b00000000000000000000000000000000;
 registers[25] = 32'b00000000000000000000000000000000;
 registers[26] = 32'b00000000000000000000000000000000;
 registers[27] = 32'b00000000000000000000000000000000;
 registers[28] = 32'b00000000000000000000000000000000;
 registers[29] = 32'b00000000000000000000000000000000;
 registers[30] = 32'b00000000000000000000000000000000;
 registers[31] = 32'b00000000000000000000000000000000;
 end
 always @(rRegister1 or rRegister2)
 begin
 temp1 <= registers[rRegister1];
 temp2 <= registers[rRegister2];
 end
 always @(posedge EscreveReg)
 begin
 registers[writeRegister] <= data;
 end
 assign DadosLeitura1 = temp1;
 assign DadosLeitura2 = temp2;
endmodule
module CONTROL(
	input wire[5:0] instruction,
	output wire regDst,
	output wire branch,
	output wire LeMem,
	output wire memParaReg,
	output wire[1:0] aluOp,
	output wire EscreveMem,
	output wire OrigAlu,
	output wire EscreveReg
);
reg[5:0] opcode;
reg _regDst;
reg _branch;
reg _LeMem;
reg _memParaReg;
reg[1:0] _aluOp;
reg _EscreveMem;
reg _OrigAlu;
reg _EscreveReg;
always @ (instruction)
begin
opcode = instruction;
case (opcode)
  6'b000000:   
  begin
  _regDst <= 1'b1;
  _OrigAlu <= 1'b0;
  _memParaReg <= 1'b0;
  _EscreveReg <= 1'b1;
  _LeMem <= 1'b0;
  _EscreveMem <= 1'b0;
  _branch <= 1'b0;
  _aluOp <= 2'b10;
  end
  6'b100011:    
  begin
   _regDst <= 1'b0;
  _OrigAlu <= 1'b1;
  _memParaReg <= 1'b1;
  _EscreveReg <= 1'b1;
  _LeMem <= 1'b1;
  _EscreveMem <= 1'b0;
  _branch <= 1'b0;
  _aluOp <= 2'b00;
  end
  6'b101011:    
  begin
    _regDst <= 1'bx;
  _OrigAlu <= 1'b1;
  _memParaReg <= 1'bx;
  _EscreveReg <= 1'b0;
  _LeMem <= 1'b0;
  _EscreveMem <= 1'b1;
  _branch <= 1'b0;
  _aluOp <= 2'b00;
  end
  6'b000100:    
  begin
  _regDst <= 1'bx;
  _OrigAlu <= 1'b0;
  _memParaReg <= 1'bx;
  _EscreveReg <= 1'b0;
  _LeMem <= 1'b0;
  _EscreveMem <= 1'b0;
  _branch <= 1'b1;
  _aluOp <= 2'b01;
  end
  endcase
end
assign regDst = _regDst;
assign branch = _branch;
assign LeMem = _LeMem;
assign  memParaReg = _memParaReg;
assign  aluOp = _aluOp;
assign  EscreveMem = _EscreveMem;
assign  OrigAlu = _OrigAlu;
assign  EscreveReg = _EscreveReg;
endmodule
module DESVIO2ESQ(
	input wire[31:0] in,
	output wire[31:0] saida
);
reg[31:0] temp;
always @(in)
begin
	temp <= (in << 2);
end
assign saida = temp;
endmodule
module ExtSinal(
	input wire[15:0] in,
	output wire[31:0] saida
);
reg [31:0] full;
always @ (in)
begin
if(in[15]==0)
  begin
  full = in;
  end
  else
  begin
  full = {16'b1111111111111111, in};
  end
end
assign saida = full;
endmodule
module MEMDADOS(
input wire clk, 
input wire EscreveMem,
input wire LeMem,
input wire[31:0] address,
input wire[31:0] writeData,
output wire[31:0] LeituraMemDados
);
reg[31:0]dataMem[0:31];
reg[31:0] temp;
always @ (negedge clk)
begin
if(EscreveMem == 1'b1)
begin
dataMem[address] <= writeData; 
end
else if(LeMem == 1'b1)
temp <= dataMem[address];
end
assign LeituraMemDados = temp;
endmodule
module MUX2_1_2(
	input wire[31:0] instrucao1,
	input wire[31:0] instrucao2,
	input wire seletor,  
	output wire[31:0] saida
);
reg[31:0] SAIDA_MUX;
always @ (seletor or instrucao1 or instrucao2)
begin
case(seletor)
  0: SAIDA_MUX <= instrucao1;
  1: SAIDA_MUX <= instrucao2;
  default: SAIDA_MUX <= 0;
endcase
end
assign saida = SAIDA_MUX;
endmodule
module MemInstrucao(
input wire[31:0] address,
output wire[31:0] instruct
);
reg[31:0]Instruct_Mem[0:31];
initial
begin
	Instruct_Mem[0] = 32'b00000001010010111011000000100010;
	Instruct_Mem[1] = 32'b00000001000010011010100000100000;
end
assign instruct = Instruct_Mem[address/4];
endmodule
module PORTAAND(
input wire a,
input wire b,
output wire c
);
assign c = (a && b);
endmodule
module MultiplexEscreveBancoReg(
	input wire[4:0] instrucao1,
	input wire[4:0] instrucao2,
	input wire seletor,  
	output wire[4:0] saida
);
reg[4:0] SAIDA;
always @ (seletor or instrucao1 or instrucao2)
	begin
		case(seletor)
			0: SAIDA <= instrucao1;
			1: SAIDA <= instrucao2;
			default: SAIDA <= 0;
		endcase
end
assign saida = SAIDA;
endmodule
module PC(
	input wire clock,
	input wire[31:0]  EnderecoEntrada,
	output wire[31:0] EnderecoSaida
);
reg [32:0] endereco = 32'b00000000000000000000000000000000;
always @ (posedge clock)
begin
	endereco = EnderecoEntrada;
end
assign EnderecoSaida = endereco;
endmodule
module SOMA4(
	input wire[31:0] pc,
	output wire[31:0] nextPc
);
assign nextPc = (pc + 4'b0100);
endmodule
module divisorFrequencia(input wire clk, output reg clock = 0);
	reg[31:0] cont = 0;
	always @ (posedge clk)
	begin
		cont = cont + 1;
		if(cont == 50000000)
		begin
			clock = ~clock;
			cont = 0;
		end
	end
endmodule
module decodificador (input wire clock, input wire [3:0] entrada, output reg [6:0] saida);
	always @ (*)
	begin
		case(entrada)
			0: saida = 7'b1000000;
			1: saida = 7'b1111001;
			2: saida = 7'b0100100;
			3: saida = 7'b0110000;
			4: saida = 7'b0011001;
			5: saida = 7'b0010010;
			6: saida = 7'b0000010;
			7: saida = 7'b1111000;
			8: saida = 7'b0000000;
			9: saida = 7'b0010000;
			10: saida = 7'b0001000;
			11: saida = 7'b1100000;
			12: saida = 7'b1010110;
			13: saida = 7'b1000010;
			14: saida = 7'b0100001;
			15: saida = 7'b0111000;
		endcase
	end
endmodule
module arquivoOndas(input clock, output [6:0] hex0);
divisorFrequencia divisorFrequencia(clock, clk);
wire [31:0] ProxInst;
wire [31:0] SaidaPC;
wire[4:0] MultiplexEscreveMemRegs;
wire[31:0] MultiplexMemRegistrador;
wire[31:0] MuxSaidaMemoriaDados;
wire [31:0] Instrucao;
wire [31:0] DeslocEsq;
wire[31:0] ADDResultDesvio;
wire[31:0] EntradaPC;
wire AndBEQ;
wire regDst;
wire branch;
wire LeMem;
wire memParaReg;
wire[1:0] aluOp;
wire EscreveMem;
wire OrigAlu;
wire EscreveReg;
wire Reset;
wire[31:0] DadosLeitura1;
wire[31:0] DadosLeitura2;
wire[3:0] ControleALU;
wire[31:0] ResultadoALU;
wire FlagZero;
wire[31:0] De16p32;
wire[31:0] LeituraMemDados;
PC ProgramaContador(
	clk,
	EntradaPC,
	SaidaPC
);
SOMA4 soma4(
	SaidaPC,
	ProxInst
); 
MemInstrucao memoriaInstrucoes(
	SaidaPC, 
	Instrucao
);
CONTROL controle(
	Instrucao[31:26], 
	regDst,
	branch,
	LeMem,
	memParaReg,
	aluOp,
	EscreveMem,
	OrigAlu,
	EscreveReg
);
MultiplexEscreveBancoReg muxEscreveBancoReg(
	Instrucao[20:16],
	Instrucao[15:11],
	regDst,
	MultiplexEscreveMemRegs
);
ALUCONTROL aluControle(
	aluOp,
	Instrucao[5:0],
	ControleALU
);
BANCOREGS bancoDeRegistradores
(
	Instrucao[25:21],
	Instrucao[20:16],
	MultiplexEscreveMemRegs,
	MuxSaidaMemoriaDados,
	EscreveReg,
	DadosLeitura1[31:0],
	DadosLeitura2[31:0]
);
ExtSinal extensorSinal(
	Instrucao[15:0],
	De16p32
);
MUX2_1_2 MultiplexSaidaBancoReg
(
	DadosLeitura2,
	De16p32,
	OrigAlu,
	MultiplexMemRegistrador
);
ALU alu(
	DadosLeitura1,
	MultiplexMemRegistrador,
	ControleALU,
	ResultadoALU,
	FlagZero
);
MEMDADOS memoriaDeDados(
	clk, 
	EscreveMem,
	LeMem,
	ResultadoALU,
	DadosLeitura2,
	LeituraMemDados
);
MUX2_1_2 MultiplexSaidaMemDados
(
	LeituraMemDados,
	ResultadoALU,
	memParaReg,
	MuxSaidaMemoriaDados
);
DESVIO2ESQ desvio2esquerda(
	De16p32,
	DeslocEsq
);
ADD add(
	ProxInst,
	DeslocEsq,
	ADDResultDesvio
);
PORTAAND branchAnd(
	branch,
	FlagZero,
	AndBEQ
);
MUX2_1_2 MultiplexDesvio
(
	ProxInst,
	ADDResultDesvio,
	AndBEQ,
	EntradaPC
);
decodificador decodificador2(clk, ResultadoALU, hex0);
endmodule
```
**./run.sh**
```bash
#!/bin/bash
# OpenROAD 26Q1-2900-gdf79404cd8, Yosys 0.63+post, stock flow scripts
make -C /OpenROAD-flow-scripts/flow DESIGN_CONFIG=/design/flow/config.mk WORK_HOME=/design/flow/orfs finish
```
==> job_summary.md <==
### Flow metrics

| Metric | Value |
|---|---|
| Cycle use final | 55.52% |
| Most common reg cell | dfxtp_1 |
| Synth-to-Final Area Change | 8.240% |
| Worst rel slew slack | 50.56% |
| Largest net degree at the start of global routing | 15 |
| Setup TNS Final | 0 ns |
| Ys async rst share | 0% |
| Total number of vias | 1301 |
| Starting Density | a little under a third |
| Synth top cells by count | 33 x dfxtp_1, 22 x nand3_1, 16 x xnor2_1 |
| Top cell area share | 36.87% |
| Distinct lib cells | 38 |
| Power, Total | ~430 uW |
| Req. time, crit path | 5.58 ns |
| Resized cells post-CTS | 0 |
| First-pass iteration count of the detailed router | 4 |
| Worst-Margin Slew | 0.7354 ns |
| Number of enable flip-flop cells | 1 |
| Warnings, synthesis | 16 |
| Cts hold-fix bufs | 0 |
| Hold endpoint | divisorFrequencia.cont[31] |
| Starting DRT DRC Count | 80 |
| Wire per inst | about 12 um |
| RSZ-0062 raised after global routing | no |
| IR drop worst, VDD | 0.0001019 V |
| Status | complete, no violations |
| Endpoints left unconstrained | 5 |
| Total gr overflow | 0 |
| Comb. cell area | about 990 um^2 |
| Max Cap Viol | 0 |
| Hold Violations, Final | 0 |
| IO Pins | 8 |
| Power Dens Cells | 221.5 mW/mm^2 |
| Port Buffers | 4 |
| Die H | about 79 um |
| CTS clk-pin slew, worst paths | 0.06 ns |
| Final Max Slew Viols | 0 |
| Global-route wire length before repair | 5.720 mm |
| Crit path DAT | 3.18 ns |
| Final Wtd Congestion | 0.8113 |
| Core ar. | 0.005642 mm^2 |
| Hold Crit Class | flop to flop |
| Late-Pin Clk Latency | 0.28 ns |
| Tool Warnings | 25 |
| Leak | 0.6863 nW |
| Worst hold start | divisorFrequencia.cont[31] |
| Initial antenna violation count | 0 |
| Yosys top cell by instances | dfxtp_1 |
| Highest clock rate | 0.3335 GHz |
| N_diodes | 0 |
| Routed Antenna Nets | 0 |
| Synth Area in Adders | 0.6983% |
| Top logic family | simple AND/OR/NAND/NOR gates |
| Fill cell count | 554 |
| XOR-XNOR Cells, Area Fraction | 14.66% |
| DRC errors left | 0 |
| Clock Skew | 0.003437 ns |
| Reg2Reg Capture Point | divisorFrequencia.cont[25] |
| Final HPWL DP | between 2 and 2.5 mm |
| Synth area leader | dfxtp_1 |
| Mapped Cells | 197 |
| Row count | 27 |
| Simple share | 33.24% |
| Die W | around 79 um |
| Synth flops | 34 |
| # H-tree levels | 2 |
| Count of unclocked register or latch pins | 1 |
| Reg-to-reg slack, setup | 2.40 ns |
| Ao+oa area frac | between 4 and 5% |
| Post-synth seq share | 38.55% |
| Endpoints failing setup | 0 |
| Final WS setup | between 2 and 2.5 ns |
| Setup WS pre-CTS | 2.389 ns |
| CP startpoint kind | flop |
| GRT Util Overall | about an eighth |
| Critical path fanouts, max | 14 |
| Drt total wl | 3.196 mm |
| Worst hold path cell count | 1 |
| Die area | 0.006285 mm^2 |
| Post-CTS setup buffer count | 0 |
| Kind of end point of the critical path | flop |
| Vias/cell | roughly 4.8 |
| Avg Inst Size Synth | 9.095 um^2 |
| Top cells, area | dfxtp_1 37%, xnor2_1 7.8%, xor2_1 6.8% |
| Share of layout cells above drive strength 1 | between 10% and 20% |
| Clock buffer depth | 2 |
| Yosys Instances | 197 |
| CTS Buf Count | 5 |
| CP Class | flop to flop |
| Post-synth mux share | around 1.7% |
| Vias in the first global route | 1229 |
| Root Driver | clkbuf_8 |
| Post-layout min period | 2.998 ns |
| YS chip area | roughly 0.0018 mm^2 |
| CTS tree | built |
| Critical R2R Launch | divisorFrequencia.cont[8] |
| FF+latch area | 690.7 um^2 |
| Post-route design area | 0.001939 mm^2 |
| Placed cell area | 0.001853 mm^2 |
| Synth Cell Area | 0.001792 mm^2 |
| Reg2reg path depth | 7 |
==> layout make-up <==
| cell class | count | area share (%) |
|---|---|---|
| repair buffers | 5 | 2.452 |
| well taps | 72 | 4.645 |
| flip-flops and latches | 34 | 35.61 |
| inverters | 9 | 1.742 |
| clock buffers | 7 | 4.452 |
| multi-input cells | 145 | 51.10 |
==> sequential cells by signal, summed over array words and instances (netlist names) <==
| signal | cells |
|---|---|
| ProgramaContador.endereco | 1 |
| divisorFrequencia.clock | 1 |
| divisorFrequencia.cont | 32 |
==> routing by layer <==
layer,up-vias,wire [um],global-route usage [%]
li1,693,-,-
met1,579,1645,17.62
met2,25,1337,17.33
met3,4,158,3.034
met5,-,0,0
met4,0,55,1.818
==> kinds of logic after synthesis <==
kind of cell / count (synthesis)
fa+ha+maj: 1
simple gates: 98
mux: 3
xor+xnor: 30
other cells: 2
buf+inv: 19
flops: 34
compound gates: 10
==> layout by cell type (no fill, tap or decap), drive strengths merged <==
cell type      Yosys  final
dfxtp             33     33
nand3             22     22
nor2              20     20
xnor2             16     16
xor2              14     14
nand2             10     10
nand4             10     10
nor4              10     10
inv                9      9
nor3               8      8
clkbuf             0      7
and4               5      5
clkdlybuf4s50      0      4
and3               3      3
mux2i              3      3
and2               3      3
conb               2      3
o31a               2      2
or2                2      2
o22ai              2      2
o21ba              2      2
or4                2      2
a31o               1      1
or2b               1      1
a21oi              1      1
a2111oi            1      1
a31oi              1      1
nor4b              1      1
nor2b              1      1
ha                 1      1
edfxtp             1      1
buf               10      1
==> worst max-delay path by stage <==
stage,endpoint,from,cells past startpoint
after global routing,divisorFrequencia.cont[17],divisorFrequencia.cont[0],8
after CTS,divisorFrequencia.cont[17],divisorFrequencia.cont[8],7
final,divisorFrequencia.cont[25],divisorFrequencia.cont[8],7
==> critical path, cell delays in order, from the launching register on <==
cell and delay [ns]:
dfxtp_1 0.49, nand4_4 0.18, nor4_2 0.71, xor2_1 0.16, or4_1 0.55, nor4_2 0.23, and4_4 0.39, o21ba_1 0.17
==> stage by stage <==
stage | instances | utilization (%) | hold WS (ns)
after detailed placement | 265 | 32.85 | 0.4599
after CTS | 272 | 34.38 | 0.4715
after floorplan | 198 | - | 0.4324
after global placement | 265 | 32.85 | 0.4619
final | 272 | 34.38 | 0.4625
after global routing | 272 | 34.38 | 0.4931
==> power by group <==
group / internal [mW] / switching (mW) / leakage, nW / total [mW]
sequential: 0.244 / 0 / 0.277 / 0.244
combinational: 0 / 0.0000297 / 0.365 / 0.0000300
clock: 0.101 / 0.0841 / 0.0443 / 0.185
Power is estimated from default activity; no workload was simulated.
